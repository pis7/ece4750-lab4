[/design/flow/constraint.sdc]
current_design lab4_branch_BranchGShare

set clk_period 237.2
set clk_io_pct 0.2

create_clock -name clk0 -period $clk_period [get_ports {clk}]

set non_clock_inputs [all_inputs -no_clocks]
set_input_delay [expr $clk_period * $clk_io_pct] -clock clk0 $non_clock_inputs
set_output_delay [expr $clk_period * $clk_io_pct] -clock clk0 [all_outputs]
[/design/flow/design.v]
module lab4_branch_BranchGShareCtrl
#(
    parameter PHT_size  = 2048
)
(
    input  logic         clk,
    input  logic         reset,
    input  logic update_en,
    input  logic update_val,
    input logic entry_upper_reached,
    input logic entry_lower_reached,
    output logic update_ghr,
    output logic increment_entry,
    output logic decrement_entry
);
always_comb begin
    if (reset) begin
        update_ghr = 1'b0;
        increment_entry = 1'b0;
        decrement_entry = 1'b0;
    end else if (update_en) begin
        update_ghr = 1'b1;
        increment_entry = update_val && !entry_upper_reached;
        decrement_entry = !update_val && !entry_lower_reached;
    end else begin
        update_ghr = 1'b0;
        increment_entry = 1'b0;
        decrement_entry = 1'b0;
    end
end
endmodule
module lab4_branch_BranchGShareDpath
#(
  parameter PHT_size  = 2048
)
(
  input  logic         clk,
  input  logic         reset,
  input  logic update_val,
  input  logic[31:0] PC,
  output logic prediction,
  output logic entry_upper_reached,
  output logic entry_lower_reached,
  input logic update_ghr,
  input logic increment_entry,
  input logic decrement_entry
);
localparam ghr_length = $clog2(PHT_size);
logic [PHT_size-1:0][1:0] counts;
logic [ghr_length-1:0] ghr;
logic [ghr_length-1:0] pc_index;
assign pc_index = PC[ghr_length+1:2];
logic [ghr_length-1:0] pht_index;
assign pht_index = pc_index ^ ghr;
always_ff @(posedge clk) begin
  if (reset) begin
    ghr <= {ghr_length{1'b0}};
    counts <= {PHT_size{2'b0}};
  end
  else if (increment_entry) counts[pht_index] <= counts[pht_index] + 1'b1;  
  else if (decrement_entry) counts[pht_index] <= counts[pht_index] - 1'b1;  
  if (!reset && update_ghr) ghr <= ((ghr << 1) | {{(ghr_length-1){1'b0}}, update_val});  
end
assign entry_upper_reached = counts[pht_index] == 2'b11;
assign entry_lower_reached = counts[pht_index] == 2'b00;
assign prediction = counts[pht_index][1];  
endmodule
module lab4_branch_BranchGShare
#(
  parameter PHT_size  = 2048
)
(
  input  logic         clk,
  input  logic         reset,
  input logic update_en,
  input logic update_val,
  input logic [31:0] PC,
  output logic prediction
);
logic entry_upper_reached;
logic entry_lower_reached;
logic update_ghr;
logic increment_entry;
logic decrement_entry;
lab4_branch_BranchGShareCtrl
#(
  .PHT_size(PHT_size)
)
ctrl
(
  .*
);
lab4_branch_BranchGShareDpath
#(
  .PHT_size(PHT_size)
)
dpath
(
  .*
);
endmodule
[/design/flow/config.mk]
export PLATFORM = sky130hd
export DESIGN_NAME = lab4_branch_BranchGShare
export DESIGN_NICKNAME = lab4_branch_BranchGShare
export VERILOG_FILES = /design/flow/design.v
export SDC_FILE = /design/flow/constraint.sdc
export NUM_CORES = 4
export LEC_CHECK = 1
export CORE_UTILIZATION = 40
[/design/flow/run.sh]
#!/bin/bash
# OpenROAD 26Q1-2900-gdf79404cd8, Yosys 0.63+post, stock flow scripts
make -C /OpenROAD-flow-scripts/flow DESIGN_CONFIG=/design/flow/config.mk WORK_HOME=/design/flow/orfs finish
==> CHANGELOG.md <==
## Implementation

- Registers, synthesis: 4107
- Max-slew violation count: 1
- Setup Buffers After CTS: 0
- Crit-path cells: clkdlybuf4s50_1 > xor2_4 > buf_4 > buf_4 > buf_4 > buf_4 > buf_4 > mux4_2 > a22oi_1 > o22ai_1 > nor4_2 > buf_4 > o21ai_0 > buf_4 > nand3_1 > o2111ai_1 > o32ai_4 > buf_4 > inv_2 > clkdlybuf4s50_1
- Largest net degree at the start of global routing: 141
- OpenROAD warning count: 208
- Critical path capture point type: primary output
- CTS max path bufs: 4
- Slowest cell on the critical path: nor4_2
- Clk sinks: 4107
- Clk root buf: clkbuf_16
- Final Skew: 0.0672 ns
- Hold Slack: 0.451 ns
- Synth Cell Area: 193000 um^2
- Final setup TNS: 0 ns
- Crit-path leading delay family: buffers and inverters
- Drt pass-1 iters: 6
- WP data arrival: 56.52 ns
- Share of cells above drive strength 1: 13.8%
- FFs w/ async S/R, synth: 0%
- Cell count after synthesis: 19.6k
- Max_cap viols: 1
- Residual DRC: 0
- Ys cells: 19.6k
- Synth top cells by count: dfxtp_1, nand2_1, mux2i_1
- Gr usage total: 32.2%
- Final hold violation count: 0
- Post-synth top area share: 42.5%
- CP Buf/Inv Count: 11
- Layout Area Growth over Synthesis: 10.3%
- Vias in the first global route: 154k
- Largest fanout on the critical path: 32
- Worst Path Required: 189.76 ns
- Std-Cell Rows: 254
- Violated checks: max-capacitance violations, max-slew violations
- Cell Pwr Density: 7.79 nW/um^2
- Largest area contributor in the netlist: dfxtp_1
- Final setup violating endpoints: 0
- Core Util, Final: 44.4%
- Via-per-instance ratio: 6.35
- Cell Type Count: 76
- Leak Pwr: 60.5 nW
- Latency at later pin: 1.05 ns
- Post-synth EDFFs: 11
- WS Path Type: primary input to primary output
- Die Y: 697 um
- Slew headroom: -0.520%
- Status: finished with violations
- Most common cell on crit path: buf_4
- Mapped Avg Cell Area: 9.86 um^2
- Cycle use final: 43.8%
- Post-route minimum period: 103.96 ns
- First-pass GRT wire length: 1110000 um
- Unrepaired setup endpoints after global routing: false
- CTS tree: built
- Core area: 480000 um^2
- Yosys Chip Area: 193000 um^2
- Max Fclk: 9.62 MHz
- Most numerous cell in the Yosys netlist: dfxtp_1
- Setup crit start kind: primary input
- Initial drt markers: 14.9k
- Finished Cell Area: 213000 um^2
- Antenna viol nets, final: 0
- CTS H-tree lvls: 5
- Hold Buf Count CTS: 0
- Peak VDD IR: 0.00000693 V
- Finished Layout Cells: 25.6k
- Ports: 37
- Fp_density: 40.3%
- Setup WS pre-CTS: 133.78 ns
- Vias: 162k
- Gr ovfl total: 0
- Initial antenna violation count: 68
- Worst-margin pin slew: 1.50 ns
- Post-layout power: 1.66 mW
- # fillers: 44.3k
- CP peak stage delay: 1.37 ns
- Post-detail-place hpwl: 487000 um
- Num CTS Buffers: 440
- WL/cell: 30.0 um
- DIE AREA: 486000 um^2
- Seq share, synth: 42.6%
- Routability cong.: 1.04
- Synth Flop Type: dfxtp_1
- Post-Route WL: 767000 um
- CTS clk-pin slew, worst paths: 0.06 ns
- Port Buffers: 15
- Final worst setup slack: 133.24 ns
- Cells after DPL: 24.6k
- Placed instance area: 198000 um^2
- Min-Delay Path Class: flop to flop
- Ys Warns: 2
- Cell area leaders: dfxtp_1, mux4_2, mux2i_1
- Chip width: 697 um
- Post_cts resized: 0
[state kept, by name, indices dropped and copies added (netlist names)]
register	flops
dpath.counts	4096
dpath.ghr	11
[cells in the final DEF, fill, tap and decap left out, drive strengths merged, types with 19 or more instances in the layout]
master / n
a2111oi: 22
a211oi: 31
a21oi: 111
a221oi: 28
a22oi: 72
a31oi: 45
a32oi: 22
buf: 655
bufinv: 19
clkbuf: 676
clkinv: 89
dfxtp: 4096
diode: 117
inv: 2044
mux2i: 2127
mux4: 986
nand2: 3002
nand3: 113
nand4: 39
nor2: 201
nor3: 82
nor4: 2044
o211ai: 57
o21ai: 94
o221ai: 20
o22ai: 132
o32ai: 2029
[power breakdown]
group	switching, mW	internal [mW]	total (mW)	leakage, nW
clock	0.302	0.404	0.706	7.27
combinational	0.216	0.0465	0.263	20.1
sequential	0.000382	0.690	0.691	33.1
[final cells by class]
type	count	area (um^2)	area share, %
clock inverters	128	1450	0.679
clock buffers	676	13200	6.21
repair buffers	669	5480	2.57
flip-flops and latches	4107	82300	38.7
diodes	117	293	0.137
well taps	6400	8010	3.76
inverters	2029	7640	3.59
multi-input cells	11400	94600	44.4
[worst min-delay path, cell delays in order, from the launching register on]
cell and delay, ns:
dfxtp_1 0.31, nand2_1 0.05, mux2i_1 0.05
[layer usage]
metal | track usage, % | vias to the layer above | part of all wire [%] | routed length [um]
li1 | - | 71600 | - | -
met1 | 42.6 | 80400 | 38 | 294000
met2 | 42.8 | 8299 | 41 | 314000
met3 | 16.8 | 1830 | 14 | 107000
met4 | 18.3 | 46 | 6.8 | 51800
met5 | 0.545 | - | 0.098 | 751
[cell families (layout without fill, tap and decap cells)]
logic type               count (synthesis)  count (layout)  synth area share [%]
AND-OR/OR-AND                         2744            2744                  11.7
XOR/XNOR                                29              29                 0.139
adder cells (fa/ha/maj)                  2               2                0.0130
buffers and inverters                 4064            3502                  8.86
flip-flops                            4107            4107                  42.6
multiplexers                          3115            3115                  22.5
other                                    0             117                     0
AND/OR/NAND/NOR                       5534            5534                  14.1
[path summary, 6_finish.rpt]
check / end / slack (ns) / cells past startpoint / startpoint
max: prediction / 133.24 / 20 / PC[4]
min: dpath.counts[3020]$_SDFFE_PP0P_ / 0.45 / 2 / dpath.counts[3020]$_SDFFE_PP0P_
max reg2reg: dpath.counts[311]$_SDFFE_PP0P_ / 223.04 / 28 / dpath.ghr[2]$_SDFFCE_PN0P_
min reg2reg: dpath.counts[3020]$_SDFFE_PP0P_ / 0.45 / 2 / dpath.counts[3020]$_SDFFE_PP0P_
Power and IR drop assume default switching activity.
