**flow/config.mk**
```make
export PLATFORM = sky130hd
export DESIGN_NAME = lab4_branch_BranchBimodal
export DESIGN_NICKNAME = lab4_branch_BranchBimodal
export VERILOG_FILES = /design/flow/design.v
export SDC_FILE = /design/flow/constraint.sdc
export NUM_CORES = 4
export LEC_CHECK = 1
export CORE_UTILIZATION = 30
```
**flow/constraint.sdc**
```tcl
current_design lab4_branch_BranchBimodal

set clk_period 491.9
set clk_io_pct 0.2

create_clock -name clk0 -period $clk_period [get_ports {clk}]

set non_clock_inputs [all_inputs -no_clocks]
set_input_delay [expr $clk_period * $clk_io_pct] -clock clk0 $non_clock_inputs
set_output_delay [expr $clk_period * $clk_io_pct] -clock clk0 [all_outputs]
```
**flow/design.v**
```verilog
module lab4_branch_BranchBimodalCtrl
#(
    parameter PHT_size  = 2048
)
(
    input  logic         clk,
    input  logic         reset,
    input  logic update_en,
    input  logic update_val,
    input logic entry_upper_reached,
    input logic entry_lower_reached,
    output logic increment_entry,
    output logic decrement_entry
);
always_comb begin
    if (reset) begin
        increment_entry = 1'b0;
        decrement_entry = 1'b0;
    end else if (update_en) begin
        increment_entry = update_val && !entry_upper_reached;
        decrement_entry = !update_val && !entry_lower_reached;
    end else begin
        increment_entry = 1'b0;
        decrement_entry = 1'b0;
    end
end
endmodule
module lab4_branch_BranchBimodalDpath
#(
  parameter PHT_size  = 2048
)
(
  input  logic         clk,
  input  logic         reset,
  input  logic[31:0] PC,
  output logic prediction,
  output logic entry_upper_reached,
  output logic entry_lower_reached,
  input logic increment_entry,
  input logic decrement_entry
);
localparam pc_index_length = $clog2(PHT_size);
logic [PHT_size-1:0][1:0] counts;
logic [pc_index_length-1:0] pc_index;
assign pc_index = PC[pc_index_length+1:2];
always_ff @(posedge clk) begin
  if (reset) begin
    counts <= {PHT_size{2'b0}};
  end
  else if (increment_entry) counts[pc_index] <= counts[pc_index] + 1'b1;  
  else if (decrement_entry) counts[pc_index] <= counts[pc_index] - 1'b1;  
end
assign entry_upper_reached = counts[pc_index] == 2'b11;
assign entry_lower_reached = counts[pc_index] == 2'b00;
assign prediction = counts[pc_index][1];  
endmodule
module lab4_branch_BranchBimodal
#(
  parameter PHT_size  = 2048
)
(
  input  logic         clk,
  input  logic         reset,
  input logic update_en,
  input logic update_val,
  input logic[31:0] PC,
  output logic prediction
);
logic entry_upper_reached;
logic entry_lower_reached;
logic increment_entry;
logic decrement_entry;
lab4_branch_BranchBimodalCtrl
#(
  .PHT_size(PHT_size)
)
ctrl
(
  .*
);
lab4_branch_BranchBimodalDpath
#(
  .PHT_size(PHT_size)
)
dpath
(
  .*
);
endmodule
```
**flow/run.sh**
```bash
#!/bin/bash
# OpenROAD 26Q1-2900-gdf79404cd8, Yosys 0.63+post, stock flow scripts
make -C /OpenROAD-flow-scripts/flow DESIGN_CONFIG=/design/flow/config.mk WORK_HOME=/design/flow/orfs finish
```
==> impl_metrics.py <==
# Physical implementation metrics
metrics = {
    "worst_setup_path": {
        "crit_path_end_kind": "primary output",
        "worst_ep_required_time_ns": 393.52,
        "cp_cell_sequence": "buf_16, buf_4, buf_4, buf_4, buf_4, mux4_2, a22o_1, nand2_1, o21ai_0, buf_4, nor4_1, nor3_1, a31oi_1, a311o_1, buf_4, inv_8, clkdlybuf4s50_1",
        "cp_slowest_cell": "nor4_1",
        "startpoint_type": "input port",
        "max_stage_delay_ns": 0.81,
        "cp_top_family": "buffers and inverters",
        "cp_max_fo": 51,
        "critPathMostFrequentCell": "buf_4",
        "worst-setup-path-type": "in -> out",
        "critical_path_arrival_ns": 106.32,
        "crit_buf_inv": 9,
    },
    "cts": {
        "htreeDepth": 5,
        "clk_pin_slew_worst_paths_ns": 0.06,
        "cts_resized": 0,
        "cts_buffer_depth": 4,
        "clock.latency.late_pin_ns": 1.11,
        "cts_tree": "yes",
        "ctsHoldBuffers": 0,
        "cts_buffers": 439,
        "cts-root-buf": "clkbuf_16",
        "post_cts_buffers": 0,
        "cts.sinks": 4096,
    },
    "synth": {
        "ys_area_sq_um": 204000,
        "ys.flop_type": "dfxtp_1",
        "postSynthCellCount": 23000,
        "yosysSeqAreaShare": 0.402,
        "synth_top_cell_by_area": "dfxtp_1",
        "synth_cell_type_count": 83,
        "edf_count": 0,
        "numSynthFlops": 4096,
        "syn_avg_cell_area_sq_um": 8.89,
        "syn_area_sq_um": 204000,
        "async_flop_share": 0,
        "ys_warn_count": 2,
        "yosysCellCount": 23000,
        "topCellsByArea": "dfxtp_1 40%, mux4_2 9.2%, o32ai_1 6.3%",
        "yosysTopAreaCellShare": 0.402,
    },
    "sta": {
        "skew_ns": 0.0821,
        "finalSetupTns_ns": 0,
        "rsz0062_at_grt": "false",
        "post-route-period-util": 0.416,
        "slew_violations": 15,
        "setup_viol_count_final": 0,
        "hold_violations": 0,
        "max_freq_ghz": 0.00489,
        "worstMarginPinSlew_ns": 1.54,
        "finalCriticalPeriod_ns": 204.70,
        "max_slew_margin": -0.0325,
    },
    "finish": {
        "reg_top3": "dpath.counts x4096",
        "fin_util": 0.334,
        "syn2layout_area_growth_pct": 10.8,
        "largest-register": "dpath.counts",
        "largest_reg_flops": 4096,
        "seq_area_sq_um": 82000,
        "comb_area_sq_um": 103000,
        "fillerInstances": 68200,
        "drive_above_1_share": 0.116,
    },
    "die": {
        "die_w_microns": 827,
        "io_pins": 37,
        "dieHeight_microns": 827,
        "dieArea_sq_um": 684000,
        "fp_util": 0.301,
        "std_cell_rows": 302,
        "coreArea_sq_um": 677000,
    },
    "power": {
        "p_per_area_nw_per_um2": 3.40,
        "ir_drop_mv": 0.00326,
        "p_leak_nw": 67.8,
    },
    "drt": {
        "dr.pass1.iters": 8,
        "drt_iter0_drc": 24600,
        "ant_nets": 0,
        "routed_wl_mm": 1020,
        "drc": 0,
        "wire_per_inst_microns": 32.9,
        "vias": 200000,
        "viasPerCell": 6.45,
    },
    "global_route": {
        "grt_usage": 0.296,
        "gr-total-overflow": 0,
        "grt_pass1_wl_mm": 1430,
        "grt_pass1_vias": 186000,
        "antenna_found_initial": 107,
        "grt_max_degree": 144,
    },
    "placement": {
        "dpl.hpwl_mm": 647,
        "io_buffers": 15,
        "place.gp.congestion": 1.04,
    },
    "min_path": {
        "holdCritPathClass": "reg -> reg",
    },
    "status": {
        "run_status": "finished with violations",
        "violations": "max-capacitance violations, max-slew violations",
    },
    "job": {
        "drv_cap": 3,
        "warning_count": 132,
    },
}
## per-stage QoR
stage | std cells | setup slack, ns | hold slack (ns) | total power, mW | instance area (sq um)
global route | 31000 | 287.08 | 0.458 | 0.779 | 226000
global placement | 30200 | 287.60 | 0.434 | 0.423 | 211000
detailed placement | 30200 | 287.64 | 0.437 | 0.424 | 211000
CTS | 30900 | 287.63 | 0.446 | 0.762 | 226000
finish | 31100 | 287.20 | 0.445 | 0.768 | 226000
floorplan | 23000 | 292.08 | 0.425 | 0.387 | 204000
## final timing paths
kind	from	to	slack, ns	depth (start not counted)
hold reg to reg	dpath.counts[2118]	dpath.counts[2118]	0.45	2
setup reg to reg	dpath.counts[3645]	dpath.counts[4076]	482.83	20
setup / recovery	PC[2]	prediction	287.20	17
hold / removal	dpath.counts[2118]	dpath.counts[2118]	0.45	2
## layer usage
layer  up-vias  track usage  share of wire
met1     97900        0.359           0.35
li1      84500            -              -
met2     14400        0.387           0.39
met3      3587        0.179           0.16
met4        96        0.208          0.087
met5         -       0.0129         0.0017
## power by group
part	total, mW	switching [mW]	internal (mW)
clock	0.346	0.151	0.195
sequential	0.332	0.0000684	0.332
combinational	0.0903	0.0753	0.0150
total	0.768	0.227	0.542
## cell families after synthesis
kind of cell	share of synthesized area
buffers and inverters	0.0947
XOR/XNOR	0.000429
multiplexers	0.120
AND/OR/NAND/NOR	0.126
adder cells (fa/ha/maj)	0.000123
flip-flops	0.402
AND-OR/OR-AND	0.257
## synthesized netlist by cell type (37+ instances only)
cell type	n
o311ai_0	37
a22oi_1	239
mux4_2	834
a32oi_1	615
o2bb2ai_1	159
a221oi_1	39
a2111oi_0	125
clkbuf_1	1429
a211oi_1	440
nand2_1	1229
inv_1	1990
o22ai_1	577
nor2_1	1418
nor3_1	308
buf_6	59
o31ai_1	354
o32ai_1	1471
a2bb2oi_1	132
nor4_1	1110
mux2i_1	514
o21ai_0	865
buf_4	101
dfxtp_1	4096
buf_1	108
a21oi_1	1684
nand3_1	129
buf_2	930
a31oi_1	686
nor2b_1	790
mux2_2	51
and3_1	151
## worst reg2reg max path: stages (launching register included)
cell and delay, ns:
dfxtp_1 0.31, mux4_2 0.47, mux2i_1 0.70, o221ai_1 0.26, buf_4 0.26, a2111oi_2 0.78
buf_4 0.27, a211oi_1 0.22, a211oi_1 0.31, o2111a_1 0.21, a311o_1 0.17, buf_4 0.35
inv_8 0.24, buf_4 0.44, nand3_4 0.63, buf_4 0.70, buf_4 0.70, buf_4 0.81
buf_4 0.52, a21oi_1 0.19, a221o_1 0.38
## area by class of cell
class | count | share of cell area
multi-input combinational | 14200 | 0.457
sequential | 4096 | 0.363
clock buffer | 655 | 0.0582
tap | 8968 | 0.0496
inverter | 1996 | 0.0333
timing repair buffer | 856 | 0.0307
clock inverter | 127 | 0.00682
antenna | 143 | 0.00158
## cells in the final DEF (no fill, tap or decap), types with 143 or more instances in the layout
master / n
nor3_1: 301
a21oi_1: 1683
inv_1: 1985
mux4_2: 834
a31oi_1: 684
o2bb2ai_1: 159
nand2_1: 1221
dfxtp_1: 4096
buf_4: 808
o32ai_1: 1471
nor2_1: 1399
nor2b_1: 778
and3_1: 150
o21ai_0: 863
mux2i_1: 513
a32oi_1: 615
clkbuf_16: 441
nor4_1: 1109
o22ai_1: 573
o31ai_1: 352
diode_2: 143
a211oi_1: 439
a22oi_1: 239
Power figures rest on the tool's default switching activity, not on a simulated workload.
