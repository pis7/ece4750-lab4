$ cat flow/design.v
module lab4_branch_BranchGlobalCtrl
#(
    parameter PHT_size  = 2048
)
(
    input  logic         clk,
    input  logic         reset,
    input  logic update_en,
    input  logic update_val,
    input logic entry_upper_reached,
    input logic entry_lower_reached,
    output logic update_ghr,
    output logic increment_entry,
    output logic decrement_entry
);
always_comb begin
    if (reset) begin
        update_ghr = 1'b0;
        increment_entry = 1'b0;
        decrement_entry = 1'b0;
    end else if (update_en) begin
        update_ghr = 1'b1;
        increment_entry = update_val && !entry_upper_reached;
        decrement_entry = !update_val && !entry_lower_reached;
    end else begin
        update_ghr = 1'b0;
        increment_entry = 1'b0;
        decrement_entry = 1'b0;
    end
end
endmodule
module lab4_branch_BranchGlobalDpath
#(
  parameter PHT_size  = 2048
)
(
  input  logic         clk,
  input  logic         reset,
  input  logic update_val,
  output logic prediction,
  output logic entry_upper_reached,
  output logic entry_lower_reached,
  input logic update_ghr,
  input logic increment_entry,
  input logic decrement_entry
);
localparam ghr_length = $clog2(PHT_size);
logic [PHT_size-1:0][1:0] counts;
logic [ghr_length-1:0] ghr;
always_ff @(posedge clk) begin
  if (reset) begin
    ghr <= {ghr_length{1'b0}};
    counts <= {PHT_size{2'b0}};
  end
  else if (increment_entry) counts[ghr] <= counts[ghr] + 1'b1;  
  else if (decrement_entry) counts[ghr] <= counts[ghr] - 1'b1;  
  if (!reset && update_ghr) ghr <= ((ghr << 1) | {{(ghr_length-1){1'b0}}, update_val});  
end
assign entry_upper_reached = counts[ghr] == 2'b11;
assign entry_lower_reached = counts[ghr] == 2'b00;
assign prediction = counts[ghr][1];  
endmodule
module lab4_branch_BranchGlobal
#(
  parameter PHT_size  = 2048
)
(
  input  logic         clk,
  input  logic         reset,
  input logic update_en,
  input logic update_val,
  input logic[31:0] PC,
  output logic prediction
);
logic entry_upper_reached;
logic entry_lower_reached;
logic update_ghr;
logic increment_entry;
logic decrement_entry;
lab4_branch_BranchGlobalCtrl
#(
  .PHT_size(PHT_size)
)
ctrl
(
  .*
);
lab4_branch_BranchGlobalDpath
#(
  .PHT_size(PHT_size)
)
dpath
(
  .*
);
endmodule
$ cat flow/run.sh
#!/bin/bash
# OpenROAD 26Q1-2900-gdf79404cd8, Yosys 0.63+post, stock flow scripts
make -C /OpenROAD-flow-scripts/flow DESIGN_CONFIG=/design/flow/config.mk WORK_HOME=/design/flow/orfs finish
$ cat flow/config.mk
export PLATFORM = sky130hd
export DESIGN_NAME = lab4_branch_BranchGlobal
export DESIGN_NICKNAME = lab4_branch_BranchGlobal
export VERILOG_FILES = /design/flow/design.v
export SDC_FILE = /design/flow/constraint.sdc
export NUM_CORES = 4
export LEC_CHECK = 1
export CORE_UTILIZATION = 30
$ cat flow/constraint.sdc
current_design lab4_branch_BranchGlobal

set clk_period 196.2
set clk_io_pct 0.2

create_clock -name clk0 -period $clk_period [get_ports {clk}]

set non_clock_inputs [all_inputs -no_clocks]
set_input_delay [expr $clk_period * $clk_io_pct] -clock clk0 $non_clock_inputs
set_output_delay [expr $clk_period * $clk_io_pct] -clock clk0 [all_outputs]
==> run notes <==
impl run done, here's what came out: final worst slack 148.48 ns, DR iter-0 viols 18100, htree depth 5, OpenROAD warnings 188, Placer Congestion 1.01, Slew headroom 2.92%, chip area 689000 µm², vias in the first global route 164000, Internal Pwr Total 1380 µW, Met2 Wirelength 332000 µm, Mapped Area 206000 µm², initial antenna violation count 72, row count 303, Synth Instances 20800, Hold Crit Class register to register, HPWL after DPL 504000 µm, Cells after DPL 28000, Yosys cell types 92, Top FF cell, synth dfxtp_1, Setup TNS Final 0 ns, first-pass GRT wire length 1190000 µm, WHS 0.455 ns, DRT antenna net count 0, Root Buffer clkbuf_16, Core Region 682000 µm², LEAKAGE 0.0891 µW, most frequent cells in the layout 4096 x dfxtp_1, 3518 x mux2i_1, 3305 x nand2_1, Die Ht 830 µm, Post-synth EDFFs 11, CTS clk-pin slew, worst paths 0.07 ns, total number of vias 172000, crit path DRT 156.96 ns, M1 wire length 309000 µm, critical setup path kind register to output pin, 1st-pass router iterations 8, clk_skew 0.0898 ns, Die X 830 µm, worst r2r src dpath.ghr[1]$_SDFFCE_PN0P_, WL met3 116000 µm, final worst-path cycle share 24.3%, Tmin final 47.72 ns, Area Growth Syn to Fin 10.8%, fraction of layout cells with a size suffix above 1 12.4%, cts repair resizes 0, Clk pwr share 45.0%, clk sinks 4107, RSZ-0062 raised after global routing no, Worst path slowest cell nor4_1, Arrival @ worst endpoint 8.48 ns, DR DRC count 0, worst setup path end prediction, via-per-instance ratio 5.94, Reg2Reg Depth 24, power per cell area 8.59 nW/µm², Crit path top cell by count buf_4, hold_sp dpath.counts[3612]$_SDFFE_PP0P_, final non-filler cell total 28900, Post-synth ARST share 0%, FF+latch count, synth 4107, GRT Util Overall 23.7%, Final Setup Violations 0, sequential share of the synthesized area 40.0%, setup bufs post-CTS 0, Hold-fix buffers, CTS 0, Top Metal Used met5, Floorplan Utilization 30.2%, critical path depth 16, Critical path buffers and inverters 8, register area 82300 µm², pre-CTS setup slack 149.76 ns, largest net degree at the start of global routing 177, Switching Fraction 29.4%, Slew Limit Fails 0, grt total ovfl 0, Latency at later pin 1.09 ns, status complete, no violations, switching power 575 µW, flop2flop setup slack 182.82 ns, final core utilization 33.4%, CTS buffer count 444, drt total wl 822000 µm, Yosys Chip Area 206000 µm², Slew @ Worst Pin 1.45 ns, Top cell excl fill/tap dfxtp_1, CTS tree built, sequential share of power 42.6%, Longest Clk Path Bufs 4, Comb pwr share 12.4%, io pins 37, CP max stage delay 0.76 ns, Fmax 21.0 MHz, crit-path max FO 33, fillers 67200, ys cells 20800, max_cap viols 0, Max IR drop VDD 0.00807 mV, CP top delay family buffers and inverters, Critical Path Start dpath.ghr[0]$_SDFFCE_PN0P_, Logic area 112000 µm², Hold Fails Final Rpt 0, yosys warns 2, input/output buffers 4, CP Cell Sequence buf_4, buf_4, buf_4, buf_4, buf_4, mux4_2, mux2i_1, o21ai_0, or3_1, a21oi_1, nor4_1, o311a_1, o32ai_4, buf_4, clkinv_2, clkdlybuf4s50_1, WL/cell 28.4 µm, Avg Inst Size Synth 9.86 µm², Setup crit end kind output pin, Reg-to-Reg End dpath.counts[559]$_SDFFE_PP0P_, startpoint class of the critical path register
through the flow:
stage | area, µm² | power (µW)
after floorplan | 206000 | 999
after global routing | 228000 | 2000
after global placement | 212000 | 1080
final | 228000 | 1960
after CTS | 228000 | 1950
after detailed placement | 212000 | 1080
Yosys cell counts (135+ instances only):
master    count  area share, %
a21oi_1     182           0.44
a22oi_1     232           0.85
buf_1       135           0.25
buf_2       599            1.5
clkbuf_1   1766            3.2
dfxtp_1    4096             40
mux2i_1    3518             17
mux4_2      819            9.0
nand2_1    3312            6.0
nor2_1      552            1.0
nor2b_1     737            2.2
o211ai_1   1602            5.8
o311ai_0    329            1.4
o31ai_1    1038            3.8
o41ai_1     715            3.0
power by group through the flow:
stage         sequential (µW)  combinational, µW  clock [µW]
CTS                       835                232         886
global route              834                246         920
finish                    835                243         880
routing by layer:
metal | track usage (%) | vias to the layer above
li1 | - | 75600
met3 | 12.9 | 2349
met1 | 29.9 | 85000
met5 | 1.76 | -
met2 | 31.7 | 8614
met4 | 14.4 | 82
layout make-up:
cell class / count / area share [%]
Multi-Input combinational cell: 14100 / 49.3
Sequential cell: 4107 / 36.1
Clock buffer: 675 / 5.81
Tap cell: 8997 / 4.94
Timing Repair Buffer: 790 / 2.83
Clock inverter: 143 / 0.830
Antenna cell: 84 / 0.0923
Inverter: 34 / 0.0681
cell families after synthesis:
kind of cell    count (synthesis)  share of synthesized area, %
xor+xnor                        8                        0.0341
mux                          4370                          26.3
buf+inv                      2660                          5.57
flops                        4107                          40.0
fa+ha+maj                       2                        0.0122
simple gates                 5059                          10.6
compound gates               4640                          17.4
worst register-to-register path: stages, from the launching register on:
cell and delay (ns):
edfxtp_1 0.35, buf_4 0.46, buf_4 0.69, buf_4 0.60
buf_4 0.54, buf_4 0.65, mux4_2 0.47, mux2i_1 0.30
nor2_1 0.12, a311oi_2 0.80, nor3_1 0.47, a2111oi_0 0.71
or4_1 0.23, nand4_2 0.37, a21oi_4 0.29, buf_4 0.63
buf_4 0.70, buf_4 0.72, buf_4 0.75, buf_4 0.63
buf_4 0.72, buf_4 0.73, buf_4 0.75, o211ai_1 0.31
mux2i_1 0.19
registers in the layout (all words and copies together) (netlist names):
name	flops
dpath.ghr	11
dpath.counts	4096
worst min-delay path by stage:
stage                                             end  slack, ns  depth (start not counted)
after CTS             dpath.counts[2012]$_SDFFE_PP0P_       0.45                          2
after global routing  dpath.counts[3447]$_SDFFE_PP0P_       0.47                          2
final                 dpath.counts[3612]$_SDFFE_PP0P_       0.46                          2
Power figures rest on the tool's default switching activity, not on a simulated workload.
